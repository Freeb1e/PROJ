==> /design/flow/design.v <==
`timescale 1ns / 1ps
module REDC3329_pipeline(
    input clk,
    input rst_n,
    input en,
    input [11:0] a,
    input [11:0] b,
    output busy,
    output done,
    output reg [11:0] r
);
    parameter WIDTH = 12;
    parameter MOD = 3329;
    parameter MOD_INV = 3327;
    parameter R2_MOD = 2385;
    reg [WIDTH-1:0] A,B;
    reg [WIDTH-1:0] A_MONT, B_MONT;
    reg [WIDTH-1:0] r_MONT;
    wire [WIDTH-1:0] A_MONT_buffer,B_MONT_buffer;
    wire [WIDTH-1:0] r_MONT_buffer;
    reg  [WIDTH-1:0] r_buffer;
    reg [3:0] data_valid;
    always_ff@(posedge clk or negedge rst_n)begin
        if(!rst_n)begin
            A<=0;
            B<=0;     
        end else begin           
            data_valid[0]<=en;
            if(en)begin
                A<=a;
                B<=b;
            end
            data_valid[1]<=data_valid[0];
            data_valid[2]<=data_valid[1];
            data_valid[3]<=data_valid[2];
            A_MONT<=A_MONT_buffer;
            B_MONT<=B_MONT_buffer;
            r_MONT<=r_MONT_buffer;
            r<=r_buffer;
        end
    end
    assign busy=|data_valid;
    assign done=data_valid[3];
    REDC_unit_comb REDC_unit_comb_inst1(
        .a(A),
        .b(R2_MOD),
        .r(A_MONT_buffer)
    );
    REDC_unit_comb REDC_unit_comb_inst2(
        .a(B),
        .b(R2_MOD),
        .r(B_MONT_buffer)
    );
    REDC_unit_comb REDC_unit_comb_inst3(
        .a(A_MONT),
        .b(B_MONT),
        .r(r_MONT_buffer)
    );
    REDC_unit_comb REDC_unit_comb_inst4(
        .a(r_MONT),
        .b(1),
        .r(r_buffer)
    );
endmodule
module REDC3329_comb(
    input [WIDTH-1:0] a,
    input [WIDTH-1:0] b,
    output [WIDTH-1:0] r
    );
    parameter WIDTH = 12;
    parameter MOD = 3329;
    parameter MOD_INV = 3327;
    parameter R2_MOD = 2385; 
    wire [WIDTH-1:0] A_MONT, B_MONT;
    wire [WIDTH-1:0] r_MONT;
    REDC_unit_comb REDC_unit_comb_inst1(
        .a(a),
        .b(R2_MOD),
        .r(A_MONT)
    );
    REDC_unit_comb REDC_unit_comb_inst2(
        .a(b),
        .b(R2_MOD),
        .r(B_MONT)
    );
    REDC_unit_comb REDC_unit_comb_inst3(
        .a(A_MONT),
        .b(B_MONT),
        .r(r_MONT)
    );
    REDC_unit_comb REDC_unit_comb_inst4(
        .a(r_MONT),
        .b(1),
        .r(r)
    );
endmodule
module REDC_unit_comb(
    input [11:0] a,
    input [11:0] b,
    output [11:0] r
);
    parameter WIDTH = 12;
    parameter MOD = 3329;
    parameter MOD_INV = 3327;
    wire [2*WIDTH-1:0] T;
    wire [WIDTH-1:0] m;
    assign T=a*b;
    assign m=((T[WIDTH-1:0])*MOD_INV)&({WIDTH{1'b1}});
    wire [2*WIDTH-1:0] result_raw;
    assign result_raw=(T+m*MOD)>>WIDTH;
    wire [12:0] r_raw;
    assign r_raw=(result_raw[12:0]>=MOD)?(result_raw[12:0]-MOD):result_raw[12:0];
    assign r=r_raw[11:0];
endmodule
==> /design/flow/run.sh <==
#!/bin/bash
# OpenROAD 26Q1-2900-gdf79404cd8, Yosys 0.63+post, stock flow scripts
make -C /OpenROAD-flow-scripts/flow DESIGN_CONFIG=/design/flow/config.mk WORK_HOME=/design/flow/orfs finish
==> /design/flow/config.mk <==
export PLATFORM = sky130hd
export DESIGN_NAME = REDC3329_pipeline
export DESIGN_NICKNAME = REDC3329_pipeline
export VERILOG_FILES = /design/flow/design.v
export SDC_FILE = /design/flow/constraint.sdc
export NUM_CORES = 4
export LEC_CHECK = 1
export CORE_UTILIZATION = 50
==> /design/flow/constraint.sdc <==
current_design REDC3329_pipeline

set clk_period 21.7
set clk_io_pct 0.2

create_clock -name clk0 -period $clk_period [get_ports {clk}]

set non_clock_inputs [all_inputs -no_clocks]
set_input_delay [expr $clk_period * $clk_io_pct] -clock clk0 $non_clock_inputs
set_output_delay [expr $clk_period * $clk_io_pct] -clock clk0 [all_outputs]
==> job_summary.md <==
### Yosys + OpenROAD results

| Metric | Value |
|---|---|
| Async S/R FF share, synth | `0.3158` |
| Vias | `18720` |
| CTS Root Cell | `clkbuf_16` |
| FP Rows | `86` |
| CTS tree | `yes` |
| Mux area share | `0.006981` |
| I/O pins | `41` |
| Top cells excl fill/tap | `ha_1, inv_1, fa_1` |
| Seq cells post-synth | `76` |
| Post-synth EDFFs | `52` |
| WHS Path Cells | `0` |
| Max Cap Violations | `0` |
| Die span in y | `237.7 µm` |
| Slew Viols, Final | `0` |
| # fillers | `4885` |
| Number of setup buffers added after CTS | `0` |
| Worst slack, placed | `9.509 ns` |
| YS chip area | `27780 µm²` |
| Crit path time final | `12.19 ns` |
| Run status | `completed` |
| Post-Layout Cell Count | `3727` |
| WS Path Type | `register to register` |
| Fmax | `82.00 MHz` |
| Final core occ | `0.5333` |
| Initial antenna violation count | `0` |
| Fin crit share | `0.5620` |
| Routed len/inst | `13.58 µm` |
| Placed Cells incl. Taps | `3711` |
| Share of cells above drive strength 1 | `0.01913` |
| First-pass GRT wire length | `88490 µm` |
| Latency at later pin | `0.38 ns` |
| Top cell excl fill/tap | `ha_1` |
| Yosys cell count | `2955` |
| Gr usage total | `0.2005` |
| Aoi share | `0.08819` |
| # DRC | `0` |
| Post-synthesis cell area | `27780 µm²` |
| DRT Wirelength | `50620 µm` |
| Clock Skews | `0.01226 ns` |
| WP data arrival | `12.32 ns` |
| Final number of hold-violating endpoints | `0` |
| Clock Pin Slew Worst Setup and Hold Paths | `0.07 ns` |
| Vias in the first global route | `18880` |
| Post-synth top area cell | `ha_1` |
| Port buffer count | `40` |
| Worst Setup End Kind | `register` |
| Drt via density | `5.021` |
| Setup violations, final | `0` |
| Cell Type Count | `81` |
| Hold Path Sink | `data_valid[2]$_DFFE_PP_` |
| Synth Area per Inst | `9.401 µm²` |
| Clk sink count | `76` |
| Setup TNS | `0 ns` |
| Synth Flop Type | `edfxtp_1` |
| Tool warnings | `50` |
| Placer Congestion | `0.9027` |
| Gate Area | `22860 µm²` |
| Initial Util | `0.5052` |
| Crit Reg-Reg Startpoint | `B_MONT[3]$_DFFE_PP_` |
| Ant diodes | `0` |
| HPWL after DPL | `44730 µm` |
| WP data required | `21.82 ns` |
| DR iter-0 viols | `536` |
| R2R setup slack | `9.51 ns` |
| Area Overhead vs Synth | `5.553%` |
| Core area | `54990 µm²` |
| Critical path's slowest cell | `xor2_1` |
| Cell area leaders | `ha_1, fa_1, inv_1` |
| Design Area, Final | `29320 µm²` |
| FF/Latch Area | `2162 µm²` |
| Reg2Reg Depth | `40` |
| CTS-repair resized insts | `0` |
| Dominant cell area share | `0.3247` |
| Hold Path Class | `register to register` |
| Maximum root-to-sink buffer count | `2` |
| DP Area | `29010 µm²` |
| Gr ovfl total | `0` |
| RSZ-0062 raised after global routing | `false` |
| Hold slack | `0.4413 ns` |
| Max stage delay on crit path | `0.63 ns` |
| Max transition margin | `0.4832` |
| Die width | `237.7 µm` |
| Post-synth seq share | `0.07783` |
| Antenna viol nets, final | `0` |
| Worst hold start | `data_valid[1]$_DFFE_PP_` |
| Reg-to-Reg End | `r_MONT[1]$_DFFE_PP_` |
| Synth Warn # | `4` |
| H-tree lvl count | `3` |
| CP Launch Type | `register` |
| CTS Buf Count | `9` |
| Yosys adder share | `0.5748` |
| PnR worst setup slack | `9.506 ns` |
| Top logic family | `adder cells` |
| Worst-margin pin slew | `0.7696 ns` |
| Most Frequent Cell on Critical Path | `fa_1` |
| Largest net degree at the start of global routing | `43` |
| DRT Pass-1 Iters | `5` |
| Post-synthesis instance total | `2955` |
| Basic Gates by Area | `0.08499` |
| Die area | `56510 µm²` |
| XORs/XNORs by Area | `0.06778` |
| CP max FO | `12` |
| Hold_buf cts | `0` |
==> worst max-delay path: cells and delay by family, from the launching register on <==
family | cells | cell delay, ns
adder cells (fa/ha/maj) | 15 | 6.36
XOR/XNOR | 9 | 2.20
AND/OR/NAND/NOR | 5 | 1.30
AND-OR/OR-AND | 3 | 0.82
flip-flops | 1 | 0.57
multiplexers | 1 | 0.34
buffers and inverters | 7 | 0.33
==> cells in the mapped netlist (10+ instances only) <==
cell type and instances:
and3_1 14, mux2_2 10, o21a_1 16, xor2_1 54, o21ai_0 59, edfxtp_1 52, and2_1 75, fa_1 347
o31ai_1 10, nand2b_1 19, a21boi_0 14, nor2b_1 14, dfrtp_1 24, nand3_1 28, o21bai_1 23, a21o_1 30
nor2_1 80, o211ai_1 17, a31oi_1 12, a21oi_1 92, ha_1 721, xnor2_1 161, clkbuf_1 35, o21ai_1 15
inv_1 694, nor3_1 29, nand2_1 172
==> final cells by class <==
| class | count | share of cell area |
|---|---|---|
| Sequential cell | 76 | 0.07373 |
| Inverter | 694 | 0.08884 |
| Multi-Input combinational cell | 2146 | 0.7794 |
| Clock buffer | 12 | 0.009473 |
| Clock inverter | 4 | 0.001237 |
| Tap cell | 748 | 0.03192 |
| Timing Repair Buffer | 47 | 0.01536 |
==> state kept, by name, indices dropped and copies added, names as in the netlist <==
signal,count
B,12
r_MONT,12
data_valid,4
A_MONT,12
B_MONT,12
A,12
r,12
==> cells by family (layout without fill, tap and decap cells) <==
group           after synthesis  count (layout)
compound gates              363             363
xor+xnor                    215             215
fa+ha+maj                  1068            1068
buf+inv                     733             757
flops                        76              76
mux                          18              18
simple gates                482             482
==> routing by layer <==
layer | vias to the layer above | wire length, µm | track usage
met5 | - | 0 | 0
met4 | 0 | 506 | 0.01603
met3 | 32 | 2768 | 0.05382
met2 | 312 | 22700 | 0.3131
met1 | 8715 | 24650 | 0.3037
li1 | 9656 | - | -
==> worst max-delay path by stage <==
stage / slack, ns / endpoint / cells after the start / start
after CTS: 9.47 / r_MONT[1]$_DFFE_PP_ / 42 / B_MONT[0]$_DFFE_PP_
after global routing: 8.66 / r_MONT[1]$_DFFE_PP_ / 45 / A_MONT[1]$_DFFE_PP_
final: 9.51 / r_MONT[1]$_DFFE_PP_ / 40 / B_MONT[3]$_DFFE_PP_
