==> /design/flow/design.v <==
`timescale 1ns / 1ps
module Sampler (
    input               clk,
    input               rst_n,
    input               en,
    input        [95:0] random,
    input               mode,
    output       [5:0]  bin_sampling,
    output       [23:0] rej_sampling,
    output      [3:0]  rej_cnt,
    output              rej_fail,
    output          reg done
);
    reg free;
    reg [2:0] counter;
    wire [11:0] Binomial_sampling;
    wire [23:0] Reject_sampling;
    reg [2:0] current_cycle;
    reg [95:0] random_reg; 
    reg [3:0] rej_cnt_reg;
    assign rej_cnt = (counter==current_cycle) ? (rej_cnt_reg+rej_cnt_once) : 4'b0;
    always_ff @(posedge clk or negedge rst_n) begin
        if(!rst_n)begin
            free<=1'b1;
            counter<=3'd0;
        end else if(en&&free) begin
            current_cycle <= (mode==1) ? 3'd3 : 3'd7;
            free<=1'b0;
            counter<=3'd0;
            random_reg<=random;
            done<=1'b0;
            rej_cnt_reg<=4'b0;
        end else if(!free) begin
            if(counter==current_cycle) begin
                free<=1'b1;
                counter<=3'd0;
                done<=1'b1;
                rej_cnt_reg<=rej_cnt_reg;
            end else begin
                counter<=counter+3'd1;
                done<=1'b0;
                rej_cnt_reg<=rej_cnt_reg + {1'b0, rej_cnt_once};
            end 
        end else begin
                done<=1'b0;
            end
    end
    wire [95:0] temp1 = (random_reg >> (counter * 12));
    assign Binomial_sampling = temp1[11:0];
    HammingCalc u_BinomialCalc1 (
        .random_in(Binomial_sampling[5:0]),
        .coeff_out(bin_sampling[2:0])
    );
    HammingCalc u_BinomialCalc2 (
        .random_in(Binomial_sampling[11:6]),
        .coeff_out(bin_sampling[5:3])
    );
    wire [95:0] temp2 = (random_reg >> (counter * 24));
    assign Reject_sampling = temp2[23:0];
    wire [2:0] rej_cnt_once;
    RejectSampling u_RejectSampling (
        .random_in(Reject_sampling),
        .sampled_out(rej_sampling),
        .rej_cnt_once(rej_cnt_once),
        .rej_fail(rej_fail) 
    );
endmodule
module HammingCalc (
    input       [5:0]  random_in,
    output      [2:0]  coeff_out
);
    wire [1:0] hm_high,hm_low;
    wire signed [2:0] coeff_raw;
    assign hm_high = random_in[5] + random_in[4] + random_in[3];
    assign hm_low  = random_in[2] + random_in[1] + random_in[0];
    assign coeff_raw = hm_high - hm_low;
    assign coeff_out[2] =(coeff_raw < 0);
    assign coeff_out[1:0] = (coeff_raw<0) ? -coeff_raw[1:0] : coeff_raw[1:0];
endmodule
module RejectSampling(
    input [23:0] random_in,
    output [23:0] sampled_out,
    output [2:0] rej_cnt_once,
    output rej_fail
);
    wire [11:0] random1,random2;
    wire [11:0] coeff1,coeff2;
    wire sampsuccess1,sampsuccess2;
    assign random1 = random_in[11:0];
    assign random2 = random_in[23:12];
    assign sampsuccess1 = (random1 < 3329);
    assign sampsuccess2 = (random2 < 3329);
    assign coeff1 = (sampsuccess1)? random1:12'b0;
    assign coeff2 = (sampsuccess2)? random2:12'b0;
    assign sampled_out = {coeff2, coeff1};
    assign rej_fail = !sampsuccess1 && !sampsuccess2;
    assign rej_cnt_once = {2'b0, sampsuccess1} + {2'b0, sampsuccess2};
endmodule
==> /design/flow/run.sh <==
#!/bin/bash
# OpenROAD 26Q1-2900-gdf79404cd8, Yosys 0.63+post, stock flow scripts
make -C /OpenROAD-flow-scripts/flow DESIGN_CONFIG=/design/flow/config.mk WORK_HOME=/design/flow/orfs finish
==> /design/flow/config.mk <==
export PLATFORM = sky130hd
export DESIGN_NAME = Sampler
export DESIGN_NICKNAME = Sampler
export VERILOG_FILES = /design/flow/design.v
export SDC_FILE = /design/flow/constraint.sdc
export NUM_CORES = 4
export LEC_CHECK = 1
export CORE_UTILIZATION = 30
==> /design/flow/constraint.sdc <==
current_design Sampler

set clk_period 11.7
set clk_io_pct 0.2

create_clock -name clk0 -period $clk_period [get_ports {clk}]

set non_clock_inputs [all_inputs -no_clocks]
set_input_delay [expr $clk_period * $clk_io_pct] -clock clk0 $non_clock_inputs
set_output_delay [expr $clk_period * $clk_io_pct] -clock clk0 [all_outputs]
==> Changelog: implementation <==
### Metrics

- Maximum number of pins on one net before global-route repair: 51
- Share of the yosys chip area belonging to registers: 0.578
- Worst Skew: 0.00578 ns
- Number of endpoints with negative hold slack in the final report: 0
- Detailed-routing iteration count for the pre-antenna-repair pass: 4
- Pwr Total: 1.97 mW
- Overall via count from detail_route: 3226
- CP required: 9.36 ns
- Final tally of max-slew violations: 0
- Filler cell count: 1622
- Tightest Pin Transition: 0.754 ns
- Hold buffer count at CTS: 0
- Clock tree sinks: 106
- Vias in the first global route: 3279
- Prevailing logic family in the synthesized netlist: multiplexers
- Flip-flop and latch area: 3170 µm²
- Minimum hold slack: 0.590 ns
- Unrepaired setup endpoints after global routing: no
- Capturing element type of the critical path: output port
- Count of buffers inserted at the top-level ports: 135
- Data arrival time of the critical path: 4.85 ns
- DR iter-0 viols: 224
- Yosys Instances: 312
- IR drop worst, VDD: 128 µV
- Die Area: 18800 µm²
- Compound Share, Synth: 0.0176
- Flip-flop count of the largest register after layout: 96
- DR WL/cell: 17.3 µm
- CTS Root Cell: sky130_fd_sc_hd__clkbuf_16
- Cell leakage power: 2.47 nW
- Status: completed
- Top fanout value on the critical path: 29
- Tightest Hold Check Type: reg -> reg
- Yosys synthesis warning count: 1
- Gr usage total: 0.138
- Buffers inserted during post-CTS setup optimization: 0
- Number of standard cells after synthesis: 312
- Number of standard-cell rows in the floorplan: 49
- Placed Cells: 661
- Clock edge transition at the registers on the reported setup and hold paths: 0.07 ns
- Congestion Overflow GR: 0
- Crit share post-route: 0.615
- Pwr Density: 270 nW/µm²
- Chip area estimate from yosys synthesis: 5480 µm²
- Synth top area cells: sky130_fd_sc_hd__edfxtp_1 (56%), sky130_fd_sc_hd__mux4_2 (14%), sky130_fd_sc_hd__mux4_1 (6.7%)
- Cts bufs inserted: 9
- R2R Setup Slk: 7.78 ns
- Die outline width: 137 µm
- Top cell type by total area after synthesis: sky130_fd_sc_hd__edfxtp_1
- Time the final worst path needs with I/O delays and setup: 7.19 ns
- Via density per instance: 4.77
- Multi-input gate area: 2110 µm²
- Syn_area_per_cell: 17.6 µm²
- Total of cells resized after clock tree synthesis: 0
- Area fraction of the dominant cell type after synthesis: 0.559
- Fraction of registers with async set/reset: 0.0377
- Mux cell area share after synthesis: 0.233
- Leading cell types in the layout, fill and taps excluded: sky130_fd_sc_hd__clkdlybuf4s50_1 (135), sky130_fd_sc_hd__edfxtp_1 (102), sky130_fd_sc_hd__mux4_2 (33)
- H-tree levels: 3
- Final ANT Viol Nets: 0
- Max-Cap Viols: 0
- Worst skew pair latency: 0.35 ns
- Io pins: 136
- Final Wtd Congestion: 0.849
- Achievable frequency: 139 MHz
- Number of synthesized register bits: 106
- Most common library cell in the layout ignoring fill and taps: sky130_fd_sc_hd__clkdlybuf4s50_1
- CTS tree: yes
- Simple share: 0.0840
- Number of buffers on the longest clock path: 2
- EDFF count, synth: 102
- Synthesized area: 5480 µm²
- Type of the setup path with the least slack: reg -> out
- Area grow syn2layout: 33.2%
- First-pass GRT wire length: 17.7 mm
- Initial antenna violation count: 0
- Non-filler cells, final: 677
- Xor/xnor share of the synthesized area: 0.00799
- Setup-violating endpoint count in the final report: 0
- Sum of negative setup slack: 0 ns
- Area share of fa/ha/maj cells after synthesis: 0.0416
- Pre-Place Util: 0.306
- Total length of routed wires: 11.7 mm
- Post-detailed-placement half-perimeter wirelength: 8.88 mm
- Number of logged tool warnings: 26
- Max-Slew Margin vs Limit: 0.497
- Most frequently used flop master after synthesis: sky130_fd_sc_hd__edfxtp_1
- Die height: 137 µm
- Share of final-layout standard cells stronger than drive strength 1: 0.181
- Number of unique standard cell types used by synthesis: 38
- Core Footprint: 17900 µm²
- Antenna Cells: 0
- Kind of start point of the critical path: flip-flop
- Residual DRC: 0
==> stage by stage <==
step                cell area (µm²)   util  worst slack, ns
finish                         7300  0.408             4.51
global route                   7300  0.408             4.26
CTS                            7300  0.408             4.43
detailed placement             7030  0.392             4.83
global placement               7030  0.392             4.91
floorplan                      5480      -             5.58
==> cells in the mapped netlist, types with 4 or more instances <==
cell	number
sky130_fd_sc_hd__mux2_2	7
sky130_fd_sc_hd__nor2b_1	4
sky130_fd_sc_hd__buf_2	8
sky130_fd_sc_hd__nor2_2	10
sky130_fd_sc_hd__clkbuf_1	7
sky130_fd_sc_hd__mux4_2	33
sky130_fd_sc_hd__ha_1	7
sky130_fd_sc_hd__nand3b_1	22
sky130_fd_sc_hd__mux4_1	14
sky130_fd_sc_hd__a21oi_1	7
sky130_fd_sc_hd__fa_1	7
sky130_fd_sc_hd__nor2_1	18
sky130_fd_sc_hd__inv_1	20
sky130_fd_sc_hd__edfxtp_1	102
sky130_fd_sc_hd__mux2i_1	6
==> metal layers <==
| layer | global-route usage | wire, µm |
|---|---|---|
| met1 | 0.209 | 4990 |
| met2 | 0.204 | 5480 |
| met3 | 0.0578 | 1100 |
| met4 | 0.0165 | 174 |
| met5 | 0 | 0 |
==> area by class of cell <==
| cell class | count | area share |
|---|---|---|
| repair buffers | 140 | 0.190 |
| well taps | 229 | 0.0393 |
| clock inverters | 7 | 0.00668 |
| clock buffers | 9 | 0.0309 |
| multi-input cells | 166 | 0.289 |
| flip-flops and latches | 106 | 0.434 |
| inverters | 20 | 0.0103 |
==> path summary, 6_finish.rpt <==
path,cells after the start,from,endpoint
max,10,counter[1],bin_sampling[4]
min,2,current_cycle[2],counter[2]
max reg2reg,11,counter[1],rej_cnt_reg[2]
min reg2reg,2,current_cycle[2],counter[2]
max in group asynchronous,1,rst_n,free
min in group asynchronous,1,rst_n,counter[2]
==> cells by family after synthesis <==
group,Yosys count
buf+inv,40
flops,106
compound gates,15
simple gates,71
fa+ha+maj,14
mux,61
xor+xnor,5
==> report_power, final <==
group	internal, mW	switching (mW)
sequential	0.475	0.0392
clock	0.146	0.136
combinational	0.697	0.477
total	1.32	0.652
==> worst max-delay path, cell delays in order, from the launching register on <==
cell and delay (ns):
sky130_fd_sc_hd__dfrtp_2 0.80, sky130_fd_sc_hd__buf_4 0.43, sky130_fd_sc_hd__mux4_2 0.55, sky130_fd_sc_hd__mux2_2 0.29
sky130_fd_sc_hd__ha_1 0.32, sky130_fd_sc_hd__fa_1 0.52, sky130_fd_sc_hd__fa_1 0.43, sky130_fd_sc_hd__inv_1 0.08
sky130_fd_sc_hd__fa_1 0.42, sky130_fd_sc_hd__xor2_1 0.16, sky130_fd_sc_hd__clkdlybuf4s50_1 0.48
Power and IR drop assume default switching activity.
